==> /design/flow/config.mk <==
export PLATFORM = sky130hd
export DESIGN_NAME = vga_timer
export DESIGN_NICKNAME = vga_timer
export VERILOG_FILES = /design/flow/design.v
export SDC_FILE = /design/flow/constraint.sdc
export NUM_CORES = 4
export LEC_CHECK = 1
export CORE_AREA = 10 10 94 94
export DIE_AREA = 0 0 104 104
==> /design/flow/constraint.sdc <==
current_design vga_timer

set clk_period 3.9
set clk_io_pct 0.2

create_clock -name clk0 -period $clk_period [get_ports {clk_i}]

set non_clock_inputs [all_inputs -no_clocks]
set_input_delay [expr $clk_period * $clk_io_pct] -clock clk0 $non_clock_inputs
set_output_delay [expr $clk_period * $clk_io_pct] -clock clk0 [all_outputs]
==> /design/flow/design.v <==
package dinorun_pkg;
localparam int ScreenWidth = 640;
localparam int ScreenHeight = 480;
localparam int Ground = 400;
localparam int ObstacleInitialX = 640;
typedef enum logic [1:0] {
    TITLE_SCREEN = 2'b00,
    RUNNING =  2'b01,
    COLLISION = 2'b10
} state_t;
endpackage
module vga_timer (
    input  logic       clk_i,
    input  logic       rst_ni,
    output logic       hsync_o,
    output logic       vsync_o,
    output logic       visible_o,
    output logic [9:0] position_x_o,
    output logic [9:0] position_y_o
);
logic[9:0] h_d, h_q;
always_ff @(posedge clk_i) begin
    if(~rst_ni) begin
        h_q <= 0;
    end else begin
        h_q <= h_d;
    end
end
always_comb begin
    if(h_q >= 656 && h_q <= 751) begin
        hsync_o = 0;
    end
    else begin
        hsync_o = 1;
    end
end
assign position_x_o = h_q;
logic[9:0] v_d, v_q;
always_ff @(posedge clk_i) begin
    if(~rst_ni) begin
        v_q <= 0;
    end
    else begin
        v_q <= v_d;
    end
end
always_comb begin
    if(v_q == 490 || v_q == 491) begin
        vsync_o = 0;
    end
    else begin
        vsync_o = 1;
    end
end
always_comb begin
    v_d = v_q;
    h_d = h_q;
    if(h_q == 799) begin
        h_d = 0;
        if (v_q == 524) begin
            v_d = 0;
        end else begin
            v_d = v_d+1;
        end
    end
    else begin
        h_d = h_d + 1;
    end
end
assign position_y_o = v_q;
always_ff @(posedge clk_i) begin
    if(!rst_ni) begin
        visible_o <= 0;
    end
    else if(v_d <= 480 && h_d <= 640) begin
        visible_o <= 1;
    end
    else begin
        visible_o <= 0;
    end
end
endmodule
==> /design/flow/run.sh <==
#!/bin/bash
# OpenROAD 26Q1-2900-gdf79404cd8, Yosys 0.63+post, stock flow scripts
make -C /OpenROAD-flow-scripts/flow DESIGN_CONFIG=/design/flow/config.mk WORK_HOME=/design/flow/orfs finish
==> results.toml <==
# yosys + openroad results
[synth]
synth_cells = 161
edf_count = 0
top_cells_by_area = "dfxtp_1 (31%), nand2_1 (5.8%), xor2_1 (5.8%), nor2_1 (5.5%), ha_1 (4.6%)"
yosysWarnings = 1
ys.flop_type = "dfxtp_1"
synth_area_leader_cell = "dfxtp_1"
synth_area_um2 = 1356
synth_cell_types = 41
yosys_area_um2 = 1356
ys_cells = 161
async_flop_share_pct = 0
synthTopCellsByCount = "dfxtp_1 (21), nand2_1 (21), nor2_1 (20), nor3_1 (9), xor2_1 (9)"
ys_ff = 21
postSynthSeqShare_pct = 31.00
avgSynthCellArea_um2 = 8.424
top_cell_area_share_pct = 31.00

[die]
core_area_um2 = 6832
fp_util_pct = 19.85
io_pins = 25
rows = 30
die_w_um = 104
die_y_um = 104
chipArea_um2 = 10820

[critical_path]
path_max_fanout = 10
path_class = "reg2out"
worstSetupStartpointType = "register"
end_kind = "output pin"
arrival_ns = 1.98
cp_slowest_stage_delay_ns = 0.64
worstPathCellList = "nor3_1, or4b_2, clkdlybuf4s50_1"
cp_slowest_cell = "or4b_2"
r2r_cells = 7
cp.required_ns = 3.12

[route]
detailroute.via_count = 1153
wire_per_inst_um = 11.33
wirelength_um = 3127
drt_iter0_drc = 45
num_antenna_cells = 0
viasPerCell = 4.178
first_pass_iters = 4
antenna_left = 0
route.detailed.drc = 0

[cells_and_area]
fillerInstances = 773
areaGrowthSynthToFinish_pct = 26.01
final_area_um2 = 1709
drive_above_1_share_pct = 9.444

[flow_run]
maxCapViolCount = 0
warnings = 29

[timing]
tightest_slew_ns = 0.4178
finalHoldViolCount = 0
setup_viol = 0
grt_setup_unrepaired = "false"
clock_skew_ns = 0.002319
finalCriticalPeriod_ns = 2.761
setup_tns_ns = 0
slew_viol_final = 0
period_used_pct = 70.81
max_freq_mhz = 362.1
max_slew_margin_pct = 72.14

[clock_tree]
cts.clk_slew.worst_paths_ns = 0.08
cts_max_level = 1
tritoncts = "yes"
numCtsBuffers = 3
cts_setup_buffers = 0
cts.repair.resized = 0
root_buffer = "clkbuf_8"
ctsHoldBuffers = 0
cts.sinks = 21
cts_buffer_depth = 2
clock_latency_ns = 0.26

[placement]
dpl_cell_area_um2 = 1663
dpl.hpwl_um = 2359
gp_congestion = 0.8201
io_buffers = 24

[worst_hold_path]
hold-path-cell-count = 1
hold_class = "reg2reg"

[global_routing]
grt_use_total_pct = 5.888
globalRouteOverflowTotal = 0
grt_pass1_wl_um = 5506
top_usage_layer = "met1"
antenna_found_initial = 0
grt_pass1_vias = 1106
use_met1_pct = 8.524
met3_usage_pct = 2.694
grt_use_met2_pct = 8.153
grt_max_degree = 14

[power_and_ir_drop]
p_leak_nw = 0.5420
power_density_nw_per_um2 = 224.3
vdd_drop_max_v = 0.00009959

[outcome]
status = "complete, no violations"
## registers in the layout, summed over array words and instances, names as in the netlist
| signal | flops |
|---|---|
| h_q | 10 |
| v_q | 10 |
| visible_o | 1 |
## worst max-delay path: cells and delay by family (launching register included)
kind,cells,cell delay [ns]
flops,1,0.55
buf+inv,1,0.45
simple gates,2,0.72
## layout by cell type, fill, tap and decap left out, drive strengths merged, types with 2 or more instances in the layout
| cell | count |
|---|---|
| clkdlybuf4s50 | 24 |
| nor4 | 3 |
| inv | 6 |
| o31ai | 2 |
| xnor2 | 7 |
| ha | 5 |
| dfxtp | 21 |
| nand3 | 9 |
| nor2 | 21 |
| a21oi | 5 |
| clkbuf | 3 |
| nand2 | 21 |
| nor4b | 3 |
| nand4 | 4 |
| xor2 | 9 |
| and4b | 2 |
| nor3 | 9 |
| and2 | 4 |
| or3 | 2 |
| and3 | 3 |
| nor2b | 4 |
## power breakdown
part	leakage, nW	switching [W]	internal (W)	total [W]
registers	0.170	0.00000490	0.000217	0.000222
clock network	0.0255	0.0000735	0.0000712	0.000145
logic	0.346	0.00000672	0.00000973	0.0000165
## area by class of cell
| cell class | instances | area, µm² | area share [%] |
|---|---|---|---|
| multi-input combinational | 125 | 859.6 | 50.29 |
| tap | 96 | 120.1 | 7.028 |
| timing repair buffer | 24 | 240.2 | 14.06 |
| sequential | 21 | 420.4 | 24.60 |
| clock inverter | 1 | 5.005 | 0.2928 |
| clock buffer | 3 | 41.29 | 2.416 |
| inverter | 6 | 22.52 | 1.318 |
## stage by stage
step	setup slack [ns]	hold slack, ns	std cells	total power, W	util [%]
floorplan	2.007	0.4606	161	0.0002340	-
global placement	1.445	0.5127	272	0.0002445	24.34
detailed placement	1.437	0.5060	272	0.0002444	24.34
CTS	1.121	0.5296	276	0.0003930	25.02
global route	1.019	0.5894	276	0.0004063	25.02
finish	1.139	0.5206	276	0.0003834	25.02
## metal layers
metal  vias up  routed length [µm]
met3         2                 300
met2        33                1253
met4         0                  13
met5         -                   0
met1       521                1559
li1        597                   -
## logic make-up after synthesis
logic type	after synthesis	share of synthesized area [%]
XOR/XNOR	16	10.33
flip-flops	21	31.00
adder cells (fa/ha/maj)	5	4.613
AND-OR/OR-AND	17	10.43
buffers and inverters	15	5.627
AND/OR/NAND/NOR	87	38.01
## final timing paths
| kind | slack (ns) | to | from |
|---|---|---|---|
| worst max-delay path | 1.14 | hsync_o | h_q[5]$_SDFF_PN0_ |
| worst min-delay path | 0.52 | h_q[0]$_SDFF_PN0_ | h_q[0]$_SDFF_PN0_ |
| worst max register to register | 1.64 | visible_o$_SDFF_PN0_ | h_q[0]$_SDFF_PN0_ |
| worst min register to register | 0.52 | h_q[0]$_SDFF_PN0_ | h_q[0]$_SDFF_PN0_ |
Power is estimated from default activity; no workload was simulated.
