==> design.v <==
package dinorun_pkg;
localparam int ScreenWidth = 640;
localparam int ScreenHeight = 480;
localparam int Ground = 400;
localparam int ObstacleInitialX = 640;
typedef enum logic [1:0] {
    TITLE_SCREEN = 2'b00,
    RUNNING =  2'b01,
    COLLISION = 2'b10
} state_t;
endpackage
module basys3_7seg_driver (
    input              clk_1k_i,
    input              rst_ni,
    input  logic       digit0_en_i,
    input  logic [3:0] digit0_i,
    input  logic       digit1_en_i,
    input  logic [3:0] digit1_i,
    input  logic       digit2_en_i,
    input  logic [3:0] digit2_i,
    input  logic       digit3_en_i,
    input  logic [3:0] digit3_i,
    output logic [3:0] anode_o,
    output logic [6:0] segments_o
);
logic [1:0] state_d, state_q;
always_ff @(posedge clk_1k_i) begin
    if(!rst_ni) begin
        state_q <= 0;
    end
    else begin
        state_q <= state_d;
    end
end
assign state_d = state_q + 1;
logic [3:0] digit;
always_comb begin
    anode_o = 4'b1111;
    case (state_q)
        0: begin
            digit = digit0_i;
            anode_o[0] = !digit0_en_i;
        end
        1: begin
            digit = digit1_i;
            anode_o[1] = !digit1_en_i;
        end
        2: begin
            digit = digit2_i;
            anode_o[2] = !digit2_en_i;
        end
        3: begin
            digit = digit3_i;
            anode_o[3] = !digit3_en_i;
        end
        default: begin
            digit = 4'b0000;
            anode_o = 4'b1111;
        end
    endcase
end
logic A,B,C,D,E,F,G;
hex7seg hex7seg(
    .d3(digit[3]),
    .d2(digit[2]),
    .d1(digit[1]),
    .d0(digit[0]),
    .A(A),
    .B(B),
    .C(C),
    .D(D),
    .E(E),
    .F(F),
    .G(G)
);
always_comb begin
    if (anode_o == 4'b1111) begin
        segments_o = 7'b1111111;
    end
    else begin
        segments_o = {A,B,C,D,E,F,G};
    end
end
endmodule
module hex7seg(
    input  logic d3,d2,d1,d0,
    output logic A,B,C,D,E,F,G
);
logic [3:0] digits = {d3, d2, d1, d0};
always_comb begin
    case (digits)
        4'h0: {A,B,C,D,E,F,G} = 7'b1000000;
        4'h1: {A,B,C,D,E,F,G} = 7'b1111001;
        4'h2: {A,B,C,D,E,F,G} = 7'b0100100;
        4'h3: {A,B,C,D,E,F,G} = 7'b0110000;
        4'h4: {A,B,C,D,E,F,G} = 7'b0011001;
        4'h5: {A,B,C,D,E,F,G} = 7'b0010010;
        4'h6: {A,B,C,D,E,F,G} = 7'b0000010;
        4'h7: {A,B,C,D,E,F,G} = 7'b1111000;
        4'h8: {A,B,C,D,E,F,G} = 7'b0000000;
        4'h9: {A,B,C,D,E,F,G} = 7'b0010000;
        4'ha: {A,B,C,D,E,F,G} = 7'b0001000;
        4'hb: {A,B,C,D,E,F,G} = 7'b0000011;
        4'hc: {A,B,C,D,E,F,G} = 7'b1000110;
        4'hd: {A,B,C,D,E,F,G} = 7'b0100001;
        4'he: {A,B,C,D,E,F,G} = 7'b0000110;
        4'hf: {A,B,C,D,E,F,G} = 7'b0001110;
        default: {A,B,C,D,E,F,G} = 7'b1111111;
    endcase
end
endmodule
==> run.sh <==
#!/bin/bash
# OpenROAD 26Q1-2900-gdf79404cd8, Yosys 0.63+post, stock flow scripts
make -C /OpenROAD-flow-scripts/flow DESIGN_CONFIG=/design/flow/config.mk WORK_HOME=/design/flow/orfs finish
==> config.mk <==
export PLATFORM = sky130hd
export DESIGN_NAME = basys3_7seg_driver
export DESIGN_NICKNAME = basys3_7seg_driver
export VERILOG_FILES = /design/flow/design.v
export SDC_FILE = /design/flow/constraint.sdc
export NUM_CORES = 4
export LEC_CHECK = 1
export CORE_AREA = 10 10 75 75
export DIE_AREA = 0 0 85 85
==> constraint.sdc <==
current_design basys3_7seg_driver

set clk_period 4.3
set clk_io_pct 0.2

create_clock -name clk0 -period $clk_period [get_ports {clk_1k_i}]

set non_clock_inputs [all_inputs -no_clocks]
set_input_delay [expr $clk_period * $clk_io_pct] -clock clk0 $non_clock_inputs
set_output_delay [expr $clk_period * $clk_io_pct] -clock clk0 [all_outputs]
==> qor.csv <==
stage,metric,value,unit
critical_path,startpoint_type,input pin,
finish,final_layout_size_suffix_gt1_share,7.14,%
finish,area_growth,76.2,%
final_timing,hold_viol,0,
grt,antenna_found_initial,0,
critical_path,path_cells,clkdlybuf4s50_1 -> a222oi_1 -> a21oi_2 -> inv_1 -> ha_1 -> a211oi_1 -> a2111oi_0 -> a31oi_1 -> clkdlybuf4s50_1,
job,tool_warnings,33,
floorplan,core,0.00406,mm2
finish,reg_top3,state_q x2,
logic_synthesis,topCombFamilyByArea,AND-OR/OR-AND gates,
pwr,internal-power,0.166,mW
final_timing,finalCritPeriodShare,93.7,%
clock_tree,cts_hold_buf,0,
clock_tree,clk_path_buf_depth,2,
pwr,ir_worst_vdd,199,uV
drt,antennaDiodeCount,0,
final_timing,relSlewSlack,66.7,%
logic_synthesis,postSynthSeqShare,7.55,%
drt,ant_nets,0,
finish,largest_reg_flops,2,
outcome,status,completed,
clock_tree,ctsHtreeMaxLevel,1,
critical_path,crit_type,input pin to output pin,
pwr,switching_share,33.1,%
drt,vias_per_cell,4.17,
floorplan,chip_area,0.00723,mm2
critical_path,cpMostUsedCell,clkdlybuf4s50_1,
floorplan,die.size.y,85,um
logic_synthesis,postSynthCellCount,66,
pwr,p_comb_share,62.1,%
grt,grt_pass1_wl,3.15,mm
pwr,leakage,0.375,nW
pwr,power.density,266,mW/mm2
clock_tree,clk_pin_slew,0.03,ns
final_timing,worst_clock_skew,0.00276,ns
logic_synthesis,topCellsByArea,"ha_1 (24%), dfxtp_1 (7.5%), mux2i_1 (7.5%), inv_1 (5.0%), a211oi_1 (4.2%)",
grt,grt_use_total,5.05,%
floorplan,ios,33,
logic_synthesis,async_reset_ff_share,0,%
grt,grt-ovfl-total,0,
floorplan,rows,23,
logic_synthesis,yosysCellCount,66,
clock_tree,cts_buffers,3,
logic_synthesis,fa_ha_area_share,23.6,%
drt,drt_iter0_drc,45,
logic_synthesis,edf_count,0,
drt,first_pass_iters,4,
final_timing,max_slew.worst_pin.slew,0.499,ns
critical_path,path_max_fanout,5,
logic_synthesis,ys_sh_simple,16.3,%
critical_path,critPathMaxStageDelay,0.50,ns
final_timing,min_period,4.03,ns
logic_synthesis,synth_cell_types,31,
drt,wl,1.87,mm
drt,wl_per_cell,12.6,um
job,drv_cap,0,
critical_path,endpoint_kind,output pin,
pwr,power_switching,0.0822,mW
grt,grt_pass1_vias,642,
clock_tree,cts_setup_buffers,0,
placement,dp_hpwl,1.64,mm
logic_synthesis,syn_avg_cell_area,8.04,um2
grt,grt_start_max_net_pins,15,
critical_path,crit_slowest_cell,clkdlybuf4s50_1,
floorplan,fp_util,13.1,%
logic_synthesis,xor_share,1.65,%
critical_path,arrival,3.17,ns
pwr,total_power,0.249,mW
critical_path,required,3.44,ns
final_timing,fmax,248,MHz
pwr,power_frac_seq,8.8,%
final_timing,setup-tns-final,0,ns
placement,port_buffers,32,
final_timing,slew_violations,0,
clock_tree,cts_resized,0,
logic_synthesis,ys_warn_count,2,
logic_synthesis,synthAoiAreaFrac,34.0,%
clock_tree,clock_latency,0.21,ns
drt,drc,0,
logic_synthesis,top_area_cell,ha_1,
drt,vias,617,
final_timing,setup_viol,0,
logic_synthesis,ys_area,531,um2
final_timing,rsz0062_at_grt,false,
logic_synthesis,synth_flops,2,
clock_tree,cts_sinks,2,
hold_path,hp-class,register to register,
finish,regMostFlops,state_q,
logic_synthesis,syn_area,531,um2
clock_tree,cts_tree,done,
final_timing,hold_slack,0.476,ns
logic_synthesis,ff_type,dfxtp_1,
logic_synthesis,yosysTopAreaCellShare,23.6,%
clock_tree,cts-root-buf,clkbuf_8,
logic_synthesis,synthMuxAreaShare,7.55,%
pwr,clock_power_share,29.1,%
placement,gp_congestion,0.756,
floorplan,die_w,85,um
[layout make-up]
type                    instances  area [um2]
fillers                       432        3120
multi-input cells              54         444
repair buffers                 32         320
well taps                      50        62.6
clock buffers                   3        41.3
flip-flops and latches          2        40.0
inverters                       7        26.3
[metrics by stage]
stage,instances,worst slack [ns],utilization [%],cell area (um2)
after floorplan,66,1.39,-,531
after global placement,145,0.261,21.9,890
after detailed placement,145,0.179,21.9,890
after CTS,148,0.165,22.9,931
after global routing,148,0.0286,23.0,935
final,148,0.269,23.0,935
[critical path: cells and delay by family]
kind | cells | cell delay [ns]
buffers and inverters | 3 | 1.06
AOI/OAI and AO/OA | 5 | 1.00
adders and majority gates | 1 | 0.26
[layout by cell type, fill, tap and decap left out]
master           count
a31oi_1              2
mux2i_1              4
and4_1               1
nor2b_1              3
a2111oi_0            1
clkbuf_8             3
nor4b_1              1
nor4_1               1
nor2_1               2
a22oi_2              1
ha_1                10
xnor2_1              1
a22o_1               1
o21ai_0              1
nand2_1              5
o221ai_1             2
nand3_1              1
and2_1               1
inv_1                7
a221o_1              1
a21oi_2              1
a21o_2               1
clkdlybuf4s50_1     32
o311ai_0             1
a211oi_1             3
dfxtp_1              2
a222oi_1             2
a21oi_1              3
a22oi_1              2
a22o_2               1
nand4_1              1
[final timing paths]
kind         slack [ns]             to   startpoint  depth (start not counted)
min reg2reg        0.48     state_q[0]   state_q[0]                          1
min                0.48     state_q[0]   state_q[0]                          1
max                0.27  segments_o[3]  digit2_i[0]                          9
max reg2reg        3.31     state_q[1]   state_q[0]                          3
[cell usage after synthesis (2+ instances only)]
master	n
dfxtp_1	2
nor2b_1	3
inv_1	7
a22oi_1	2
ha_1	10
nor2_1	2
a31oi_1	2
mux2i_1	4
a211oi_1	3
nand2_1	5
o221ai_1	2
a21oi_1	4
a222oi_1	2
[power by group through the flow]
stage / logic [mW] / registers (mW) / clock network (mW)
4_1_cts: 0.157 / 0.0220 / 0.0744
5_1_grt: 0.176 / 0.0223 / 0.0787
6_report: 0.154 / 0.0220 / 0.0723
[logic make-up after synthesis]
group / Yosys count
compound gates: 23
fa+ha+maj: 10
simple gates: 16
buf+inv: 10
mux: 4
flops: 2
xor+xnor: 1
[per-layer routing]
layer / up-vias / GRT usage, % / share of wire, %
met5: - / 0 / 0
met4: 0 / 0.449 / 0
met3: 0 / 1.45 / 5.0
met2: 19 / 8.04 / 46
met1: 279 / 6.80 / 49
li1: 319 / - / -
No activity file was given, so power comes from the tool's default toggle rates.
