File: /design/flow/design.v
package dinorun_pkg;
localparam int ScreenWidth = 640;
localparam int ScreenHeight = 480;
localparam int Ground = 400;
localparam int ObstacleInitialX = 640;
typedef enum logic [1:0] {
    TITLE_SCREEN = 2'b00,
    RUNNING =  2'b01,
    COLLISION = 2'b10
} state_t;
endpackage
module score_counter (
    input  logic       clk_i,
    input  logic       rst_ni,
    input  logic       en_i,
    output logic [3:0] digit0_o,
    output logic [3:0] digit1_o,
    output logic [3:0] digit2_o,
    output logic [3:0] digit3_o
);
logic [3:0] digit0_d, digit0_q;
logic [3:0] digit1_d, digit1_q;
logic [3:0] digit2_d, digit2_q;
logic [3:0] digit3_d, digit3_q;
assign digit0_o = digit0_q;
assign digit1_o = digit1_q;
assign digit2_o = digit2_q;
assign digit3_o = digit3_q;
always_comb begin
    digit0_d = digit0_q + 1;
    digit1_d = digit1_q;
    digit2_d = digit2_q;
    digit3_d = digit3_q;
    if (digit0_d == 10) begin
        digit0_d = 0;
        digit1_d = digit1_q + 1;
    end
    if (digit1_d == 10) begin
        digit1_d = 0;
        digit2_d = digit2_q + 1;
    end
    if (digit2_d == 10) begin
        digit2_d = 0;
        digit3_d = digit3_q + 1;
    end
end
always_ff @(posedge clk_i) begin
    if (!rst_ni) begin
        digit0_q <= 0;
        digit1_q <= 0;
        digit2_q <= 0;
        digit3_q <= 0;
    end else if (en_i) begin
        digit0_q <= digit0_d;
        digit1_q <= digit1_d;
        digit2_q <= digit2_d;
        digit3_q <= digit3_d;
    end
end
endmodule
File: /design/flow/run.sh
#!/bin/bash
# OpenROAD 26Q1-2900-gdf79404cd8, Yosys 0.63+post, stock flow scripts
make -C /OpenROAD-flow-scripts/flow DESIGN_CONFIG=/design/flow/config.mk WORK_HOME=/design/flow/orfs finish
File: /design/flow/config.mk
export PLATFORM = sky130hd
export DESIGN_NAME = score_counter
export DESIGN_NICKNAME = score_counter
export VERILOG_FILES = /design/flow/design.v
export SDC_FILE = /design/flow/constraint.sdc
export NUM_CORES = 4
export LEC_CHECK = 1
export CORE_AREA = 10 10 83 83
export DIE_AREA = 0 0 93 93
File: /design/flow/constraint.sdc
current_design score_counter

set clk_period 6.7
set clk_io_pct 0.2

create_clock -name clk0 -period $clk_period [get_ports {clk_i}]

set non_clock_inputs [all_inputs -no_clocks]
set_input_delay [expr $clk_period * $clk_io_pct] -clock clk0 $non_clock_inputs
set_output_delay [expr $clk_period * $clk_io_pct] -clock clk0 [all_outputs]
==> qor.csv <==
stage,metric,value,unit
detailed_routing,ant_nets,0,
power_and_ir_drop,p_leak,0.454,nW
yosys,top_area_cell,dfxtp_1,
clock_network,cts_hold_buffers,0,
run,warning_count,26,
yosys,ys_sh_simple,0.281,
layout,area_growth,26.6,%
placement,gp_congestion,0.842,
yosys,ys_cells,131,
detailed_routing,wl_per_cell,11.7,microns
clock_network,numCtsBuffers,3,
detailed_routing,vias,976,
setup_path,worstSetupPathType,primary input to flop,
sta,grt_setup_unrepaired,no,
sta,fin_crit_sh,0.447,
clock_network,h-tree-depth,1,
worst_hold_path,hold_depth,2,
layout,regArea,320,sq um
clock_network,post_cts_resized,0,
clock_network,cts_buffer_depth,2,
layout,comb_area,734,sq um
clock_network,cts-root-buf,clkbuf_8,
sta,hold_viol_final,0,
yosys,synth_area_per_cell,8.40,sq um
yosys,seq_area_frac_synth,0.291,
outcome,status,"finished, final reports clean",
setup_path,end_kind,flop,
power_and_ir_drop,peakVddDrop,0.0823,mV
global_route,grt_overflow_total,0,
sta,final-setup-viol-count,0,
layout,stdcell_count,217,
yosys,synthAoiAreaFrac,0.214,
sta,fin_skew,2.88,ps
power_and_ir_drop,powerDensity,141,nW/um^2
yosys,synth_top_area_share,0.291,
setup_path,cp.arrival,3170,ps
yosys,syn_area,1100,sq um
yosys,ys.flop_type,dfxtp_1,
detailed_routing,antenna_cells,0,
sta,max_slew_margin,0.581,
global_route,grt_max_degree,19,
detailed_routing,drt_first_pass_iters,4,
yosys,logic_family,simple AND/OR/NAND/NOR gates,
yosys,yosysChipArea,1100,sq um
sta,hold_ws,478,ps
global_route,grt_pass1_wl,4310,microns
sta,period_needed,2990,ps
yosys,adder_share,0.0569,
clock_network,clkLatencyLatePin,250,ps
detailed_routing,viasPerCell,4.50,
placement,port_buffers,18,
global_route,antenna_found_initial,0,
die,num_io_pins,19,
sta,fin_tns_setup,0,ps
die,die_h,93,microns
die,fp.coreArea,5140,sq um
yosys,ys_top_cells_by_area,"dfxtp_1 (29%), ha_1 (5.7%), nand2_1 (4.8%)",
setup_path,worstPathRequired,6880,ps
global_route,grtUsageTotal,0.0592,
yosys,ys_types,49,
sta,slew_viol_final,0,
clock_network,tritoncts,built,
yosys,synth_xor_xnor_area_share,0.0478,
yosys,ys_warn_count,1,
global_route,grt_pass1_vias,888,
clock_network,cts_sinks,16,
sta,max_freq,334,MHz
clock_network,clkTransAtPathRegs,60,ps
detailed_routing,drt-initial-drc-count,42,
die,fp_util,0.214,
setup_path,path_max_fanout,18,
setup_path,rr_worst_depth,8,
yosys,ys_sh_mux,0.0683,
run,maxCapViolations,0,
layout,nFillCells,584,
die,die_width,93,microns
sta,worst_pin_slew,626,ps
yosys,synth-edff-count,0,
die,std_cell_rows,26,
clock_network,postCtsSetupBuffers,0,
die,die_area,8650,sq um
yosys,synth_cells,131,
worst_hold_path,worst_hold_path_type,flop to flop,
setup_path,reg2reg_slack,4130,ps
detailed_routing,routed_wl,2540,microns
yosys,async_reset_ff_frac,0,
yosys,ys.flops,16,
setup_path,critPathLaunchType,primary input,
placement,placedCellCount,213,
layout,drive_gt1_frac,0.0612,
detailed_routing,drc,0,
placement,hpwl,1900,microns
[path summary, 6_finish.rpt]
path | startpoint | endpoint
worst min-delay path | digit3_q[3]$_SDFFE_PN0P_ | digit3_q[3]$_SDFFE_PN0P_
worst min register to register | digit3_q[3]$_SDFFE_PN0P_ | digit3_q[3]$_SDFFE_PN0P_
worst max-delay path | en_i | digit3_q[3]$_SDFFE_PN0P_
worst max register to register | digit0_q[0]$_SDFFE_PN0P_ | digit3_q[3]$_SDFFE_PN0P_
[flip-flops by register name, indices dropped and copies added (netlist names)]
register	cells
digit0_q	4
digit1_q	4
digit2_q	4
digit3_q	4
[report_power, final]
group | switching, mW | internal (mW) | total [mW]
logic | 0.00677 | 0.00611 | 0.0129
registers | 0.00235 | 0.0962 | 0.0986
clock network | 0.0329 | 0.0521 | 0.0850
total | 0.0420 | 0.154 | 0.196
[layout make-up]
cell class / count / share of cell area
multi-input cells: 105 / 0.527
flip-flops and latches: 16 / 0.230
repair buffers: 18 / 0.129
well taps: 70 / 0.0629
clock buffers: 4 / 0.0395
inverters: 4 / 0.0108
[worst max-delay path, stage by stage]
cell	delay, ps
clkdlybuf4s50_1	870
nand2_1	130
a31o_2	250
o32a_1	210
a21oi_1	170
mux2i_1	190
[layout by cell type (no fill, tap or decap), drive strengths merged, types with 3 or more instances in the layout]
master | netlist | final
a21oi | 6 | 6
nor2 | 10 | 10
clkbuf | 3 | 4
nand2 | 14 | 14
o21ai | 3 | 3
ha | 5 | 5
clkdlybuf4s50 | 0 | 18
or3b | 3 | 3
nand2b | 6 | 6
inv | 3 | 3
nand3 | 5 | 5
and2 | 4 | 4
xnor2 | 5 | 5
mux2i | 6 | 6
dfxtp | 16 | 16
a31oi | 3 | 3
and3 | 3 | 3
[cell usage after synthesis, types with 2 or more instances]
cell,number
a31oi_1,3
xnor2_1,5
and2_1,4
nand4_1,2
mux2i_1,5
buf_1,2
and3_1,3
nand2_1,14
nand4bb_1,2
inv_1,3
a21oi_1,5
a311oi_1,2
or3b_1,3
dfxtp_1,16
nand3b_1,2
ha_1,5
o21ai_0,2
clkbuf_1,3
nand2b_1,6
nand3_1,5
a41oi_1,2
nor2_1,10
[kinds of logic after synthesis]
| logic type | after synthesis |
|---|---|
| mux | 7 |
| flops | 16 |
| compound gates | 31 |
| simple gates | 56 |
| xor+xnor | 6 |
| buf+inv | 10 |
| fa+ha+maj | 5 |
[through the flow]
step           cell area, sq um  setup slack, ps  utilization  power, mW
6_report                   1390             3710        0.271      0.196
5_1_grt                    1390             3590        0.271      0.208
4_1_cts                    1390             3710        0.271      0.201
3_5_place_dp               1340             3450        0.260      0.114
3_3_place_gp               1340             3490        0.260      0.114
2_1_floorplan              1100             4210            -      0.109
[layer usage]
metal / share of wire / GRT usage
met1: 0.49 / 0.0798
met2: 0.41 / 0.0911
met3: 0.077 / 0.0218
met4: 0.017 / 0.00771
met5: 0 / 0
Power figures rest on the tool's default switching activity, not on a simulated workload.
